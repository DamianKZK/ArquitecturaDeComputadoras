**flow/config.mk**
```make
export PLATFORM = sky130hd
export DESIGN_NAME = pc
export DESIGN_NICKNAME = pc
export VERILOG_FILES = /design/flow/design.v
export SDC_FILE = /design/flow/constraint.sdc
export NUM_CORES = 4
export LEC_CHECK = 1
export CORE_AREA = 10 10 70 70
export DIE_AREA = 0 0 80 80
```
**flow/constraint.sdc**
```tcl
current_design pc

set clk_period 1.0
set clk_io_pct 0.2

create_clock -name clk0 -period $clk_period

set non_clock_inputs [all_inputs -no_clocks]
set_input_delay [expr $clk_period * $clk_io_pct] -clock clk0 $non_clock_inputs
set_output_delay [expr $clk_period * $clk_io_pct] -clock clk0 [all_outputs]
```
**flow/design.v**
```verilog
`timescale 1ns/1ns
module pc(
	input clk,
	input reset,
	input [31:0]pcNext,   
	output reg [31:0] pc  
	);
    initial begin 
        pc = 32'b0;
    end
    always @(clk) begin
    if(reset)
        pc <= 32'b0;
    else begin
        pc <= pcNext;
    end
end
endmodule
```
**flow/run.sh**
```bash
#!/bin/bash
# OpenROAD 26Q1-2900-gdf79404cd8, Yosys 0.63+post, stock flow scripts
make -C /OpenROAD-flow-scripts/flow DESIGN_CONFIG=/design/flow/config.mk WORK_HOME=/design/flow/orfs finish
```
==> flow_metrics.tcl <==
# place-and-route summary
set metrics [dict create \
    num_vias 473 \
    ant_nets 0 \
    crit_fanout 16 \
    hp-class "primary input to output port" \
    yosys_area_um2 223 \
    warning_count 33 \
    finish.utilization_pct 22.1 \
    routedWlPerCell_um 12.2 \
    grt_pass1_wl_mm 2.56 \
    hp-start "pcNext[14]" \
    portBuffers 65 \
    end_kind "output port" \
    route.detailed.drc 0 \
    rsz0062_at_grt "no" \
    chipArea_mm2 0.00640 \
    worstSetupPathType "primary input to output port" \
    min_period_ns 0.917 \
    postCtsSetupBuffers 0 \
    flops 0 \
    ctsHoldBuffers 0 \
    crit_path_start_kind "primary input" \
    slew_violations 0 \
    slew_headroom_pct 90.5 \
    setup_violations 0 \
    areaGrowthSynthToFinish_pct 238 \
    num-clock-buffers 0 \
    hold_end "pc[14]" \
    cp_data_arrival_time_ns 0.72 \
    firstDrtPassIters 2 \
    dpl.hpwl_mm 1.46 \
    yosys_cells 35 \
    whs_path_depth 3 \
    worstMarginPinSlew_ns 0.143 \
    register_area_um2 0 \
    drtIter0Drc 3 \
    finalCritPeriodShare_pct 91.7 \
    fmax_mhz 1090 \
    grt_usage_pct 4.94 \
    mostFrequentLayoutCell "buf_2" \
    wl_mm 1.78 \
    layout_top_cells "33 x buf_2, 32 x dlygate4sd2_1, 31 x nor2b_1" \
    drive_above_1_share_pct 36.4 \
    coreArea_mm2 0.00342 \
    peakVddDrop_mv 0.0917 \
    status "completed" \
    place_congestion 0.767 \
    grt_pass1_vias 513 \
    synthesis.area_um2 223 \
    synth_cell_types 2 \
    antenna_found_initial 0 \
    die_x_um 80 \
    fillers 407 \
    die_h_um 80 \
    ys_warn_count 1 \
    seq_area_frac_synth_pct 0 \
    antenna_cells 0 \
    cp.required_ns 0.80 \
    multi_input_comb_area_um2 203 \
    io_pins 66 \
    maxCapViolCount 0 \
    netlist_instances 35 \
    post_drt_via_cell_ratio 3.26 \
    place_area_um2 928 \
    hold_violations 0 \
    grt_start_max_net_pins 17 \
    initial_core_util_pct 6.52 \
    design_area_um2 753 \
    rows 21 \
    power.leakage_nw 0.418 \
    cellPowerDensity_mw_per_mm2 287 \
    overflow 0 \
    synth.avg_cell_area_um2 6.36 \
]
## per-layer routing
| layer | vias to the layer above | GRT usage (%) | wire [µm] |
|---|---|---|---|
| met2 | 41 | 7.78 | 751 |
| met1 | 201 | 6.00 | 753 |
| met3 | 0 | 2.95 | 270 |
| met5 | - | 0 | 0 |
| li1 | 231 | - | - |
| met4 | 0 | 0 | 0 |
## through the flow
| step | hold slack (ns) | total power [W] | std cells | setup TNS [ns] | setup WS [ns] |
|---|---|---|---|---|---|
| floorplan | 0.413 | 0.0000518 | 35 | 0 | 0.396 |
| global placement | 1.31 | 0.000316 | 144 | -19.74 | -0.634 |
| detailed placement | 1.31 | 0.000318 | 144 | -20.08 | -0.651 |
| CTS | 0.791 | 0.000225 | 145 | 0 | 0.0621 |
| global route | 0.802 | 0.000245 | 145 | 0 | 0.0122 |
| finish | 0.784 | 0.000216 | 145 | 0 | 0.0826 |
## cells by family after synthesis
kind of cell	after synthesis	share of synthesized area, %
buffers and inverters	3	10.1
AND/OR/NAND/NOR	32	89.9
## cell type report
| cell class | instances | area share [%] |
|---|---|---|
| Tap cell | 46 | 7.64 |
| Timing Repair Buffer | 67 | 65.4 |
| Multi-Input combinational cell | 32 | 26.9 |
## how the worst max path moves through the flow
| stage | startpoint | slack (ns) | endpoint | cells past startpoint |
|---|---|---|---|---|
| finish | reset | 0.08 | pc[23] | 4 |
| global route | reset | 0.01 | pc[23] | 4 |
| CTS | reset | 0.06 | pc[31] | 4 |
## Yosys cell counts
library cell   n  area share, %
nor2b_1       32             90
buf_4          3             10
## power breakdown
part | internal, W | switching, W | leakage (nW)
Clock | 0 | 0 | 0
Sequential | 0 | 0 | 0
Combinational | 0.000156 | 0.0000599 | 0.418
## critical path, stage by stage
cell and delay [ns]:
buf_2 0.15, buf_12 0.16, nor2b_1 0.10, buf_2 0.11
## timing repair
item,4_1_cts,5_1_grt
resized,134,1
endpoints found under the hold margin,0,0
endpoints found under the setup margin,32,1
cloned,1,0
Power figures rest on the tool's default switching activity, not on a simulated workload.
