`design/flow/run.sh`:
```
#!/bin/bash
# OpenROAD 26Q1-2900-gdf79404cd8, Yosys 0.63+post, stock flow scripts
make -C /OpenROAD-flow-scripts/flow DESIGN_CONFIG=/design/flow/config.mk WORK_HOME=/design/flow/orfs finish
```
`design/flow/config.mk`:
```
export PLATFORM = sky130hd
export DESIGN_NAME = ALUZeroFlag
export DESIGN_NICKNAME = ALUZeroFlag
export VERILOG_FILES = /design/flow/design.v
export SDC_FILE = /design/flow/constraint.sdc
export NUM_CORES = 4
export LEC_CHECK = 1
export CORE_UTILIZATION = 40
```
`design/flow/constraint.sdc`:
```
current_design ALUZeroFlag

set clk_period 14.8
set clk_io_pct 0.2

create_clock -name clk0 -period $clk_period

set non_clock_inputs [all_inputs -no_clocks]
set_input_delay [expr $clk_period * $clk_io_pct] -clock clk0 $non_clock_inputs
set_output_delay [expr $clk_period * $clk_io_pct] -clock clk0 [all_outputs]
```
`design/flow/design.v`:
```
`timescale 1ns/1ns
module ALUZeroFlag(
    input [31:0] a, b,
    input [2:0] sel,
    output reg [31:0] out,
    output reg zeroFlag
);
always @* begin
    case(sel)
        3'd0: out = a + b;       
        3'd1: out = a - b;        
        3'd2: out = a & b;        
        3'd3: out = a | b;        
        3'd4: out = (a < b) ? 32'd1 : 32'd0;  
        3'd5: out = a ^ b;         
        default: out = 32'b0;
    endcase
    if(out == 32'b0) 
        zeroFlag = 1'b1;
    else begin
        zeroFlag = 1'b0;
    end
end
endmodule
```
==> out/qor.yml <==
run_status:
  status: "finished clean"
worst_setup_path:
  crit_top_cell: "clkdlybuf4s50_1"
  crit_required_ns: 11.84
  crit_type: "input port to output port"
  worstPathMaxFanout: 5
  slowest_delay_ns: 0.83
  startpoint_type: "input port"
  cp_num_buf_inv: 3
  crit_arrival_ns: 7.82
  endpoint_kind: "output port"
  crit_chain: "clkdlybuf4s50_1 -> ha_1 -> inv_1 -> fa_1 -> nand2b_1 -> a211oi_1 -> o211ai_1 -> a2111oi_1 -> a31o_2 -> mux2i_1 -> xnor2_1 -> a2111oi_0 -> and4b_1 -> nand4_1 -> nor4_2 -> clkdlybuf4s50_1"
  crit_path_top_delay_cell: "a2111oi_1"
  crit_family: "AND-OR/OR-AND gates"
power_and_ir_drop:
  vdd_drop_max_v: 0.00001352
  p_per_area_nw_per_um2: 39.67
  p_leak_uw: 0.002973
floorplanning:
  fp_util_pct: 40.98
  die_area_sq_um: 14650
  die_w_um: 121.0
  die.size.y_um: 121.0
  pin_count: 100
  rows: 43
  core_area_sq_um: 13830
grt:
  grt_pass1_wl_mm: 33.33
  grt_overflow: 0
  grt_usage_pct: 29.05
  first_global_vias: 6271
  antenna_found_initial: 0
  grt_max_degree: 40
run:
  warnings: 106
  maxCapViolations: 0
min_path:
  min_path_type: "input port to output port"
detailed_routing:
  wl_per_cell_um: 18.99
  num_vias: 6740
  drtAntennaViolNets: 0
  wl_mm: 20.94
  first_pass_iters: 6
  viasPerCell: 6.111
  drc: 0
  drtIter0Drc: 615
  antenna-diode-count: 0
cells_and_area:
  syn2layout_area_growth_pct: 19.41
  seq_area_sq_um: 0
  fillers: 1439
  final-comb-area_sq_um: 5076
  drive_above_1_share_pct: 3.900
  ff_count: 0
  finalNonFillerCells: 1103
  clkbuf_count: 0
sta:
  finalClockPeriodUsage_pct: 72.85
  finalSetupViolCount: 0
  tns_ns: 0
  maxSlewViolCount: 0
  finalCriticalPeriod_ns: 10.78
  worst_slew_pin_slew_ns: 1.020
  max_freq_mhz: 92.75
  hold_viol: 0
  rsz0062_at_grt: "no"
  maxSlewHeadroom_pct: 30.94
synthesis:
  synth_cells: 859
  ys.warnings.count: 1
  yosysSeqAreaShare_pct: 0
  avgSynthCellArea_sq_um: 6.597
  yosys_cells: 859
  ys_chip_area_sq_um: 5667
  synthDistinctLibCells: 82
  synthesis.area_sq_um: 5667
place:
  gp_congestion: 0.9943
  port_buffers: 100
  placed_cells: 1103
  place_hpwl_mm: 16.73
clock_tree:
  ctsResizeCount: 0
  post-cts-setup-buffer-count: 0
  postCtsHoldBufs: 0
## tightest hold or removal path: stages
cell	delay, ns
buf_2	0.31
nand2_1	0.14
o211ai_1	0.07
nand3_1	0.17
clkdlybuf4s50_1	0.50
## per-layer routing
layer	share of wire, %	global-route usage (%)	wire length (um)
met4	2.5	6.481	524
met1	46	42.44	9537
met5	0	0	0
met3	9.3	4.559	1938
met2	43	44.61	8942
## cell usage after synthesis (4+ instances only)
master / n / share of area (%)
a2111oi_0: 6 / 0.93
a211o_1: 4 / 0.62
a211oi_1: 16 / 2.1
a21boi_0: 4 / 0.53
a21o_1: 12 / 1.6
a21oi_1: 78 / 6.9
a221oi_1: 5 / 0.77
a31oi_1: 12 / 1.3
and2_1: 5 / 0.55
and3_1: 5 / 0.55
and4_1: 4 / 0.62
buf_1: 5 / 0.33
buf_2: 13 / 1.1
clkbuf_1: 27 / 1.8
ha_1: 106 / 23
inv_1: 103 / 6.8
mux2i_1: 5 / 0.88
nand2_1: 65 / 4.3
nand2b_1: 7 / 0.77
nand3_1: 30 / 2.6
nand4_1: 7 / 0.77
nor2_1: 77 / 5.1
nor2b_1: 8 / 0.88
nor3_1: 20 / 1.8
nor4_1: 14 / 1.5
o2111ai_1: 4 / 0.62
o211ai_1: 31 / 4.1
o21a_1: 6 / 0.79
o21ai_0: 41 / 3.6
o21bai_1: 11 / 1.5
o221ai_1: 4 / 0.62
o22ai_1: 7 / 0.77
o311ai_0: 5 / 0.77
o31ai_1: 11 / 1.5
o32ai_1: 5 / 0.77
o41ai_1: 4 / 0.62
or2_2: 5 / 0.55
or3_1: 6 / 0.66
xnor2_1: 14 / 2.2
## power breakdown
part | switching, uW | internal, uW | total (uW)
logic | 155 | 114 | 268
registers | 0 | 0 | 0
clock network | 0 | 0 | 0
## metrics by stage
| step | setup slack (ns) | hold slack, ns | utilization, % | total power, uW | cell area (sq um) |
|---|---|---|---|---|---|
| CTS | 3.990 | 7.129 | 48.94 | 263.8 | 6766 |
| global route | 3.741 | 7.197 | 48.94 | 293.7 | 6766 |
| global placement | 4.092 | 7.132 | 48.94 | 265.2 | 6766 |
| detailed placement | 4.032 | 7.119 | 48.94 | 262.2 | 6766 |
| finish | 4.019 | 7.122 | 48.94 | 268.4 | 6766 |
| floorplan | 5.815 | 6.194 | - | 162.3 | 5667 |
## cells by family after synthesis
| family | Yosys count | synth area share (%) |
|---|---|---|
| and+or+nand+nor | 264 | 22.70 |
| buffers and inverters | 151 | 10.42 |
| muxes | 7 | 1.479 |
| xor gates and xnor gates | 17 | 2.760 |
| adders and majority gates | 108 | 24.11 |
| AOI/OAI and AO/OA | 312 | 38.53 |
## cell type report
cell class                      count  area share, %
Multi-Input combinational cell    708          75.02
Timing Repair Buffer              110          15.83
Inverter                          105          5.825
Tap cell                          180          3.328
## cells in the final DEF (no fill, tap or decap), types with 6 or more instances in the layout
cell type and n:
a2111oi_0 6, a211oi_1 16, a21o_1 12, a21oi_1 78, a31oi_1 12, buf_4 10, clkdlybuf4s50_1 99, ha_1 106
inv_1 103, nand2_1 65, nand2b_1 7, nand3_1 30, nand4_1 7, nor2_1 77, nor2b_1 8, nor3_1 20
nor4_1 14, o211ai_1 31, o21a_1 6, o21ai_0 41, o21bai_1 11, o22ai_1 7, o31ai_1 11, or3_1 6
xnor2_1 14
## final timing paths
check,start,to,slack (ns),depth (start not counted)
hold / removal,sel[0],out[0],7.12,5
setup / recovery,b[0],zeroFlag,4.02,16
Power figures rest on the tool's default switching activity, not on a simulated workload.
